**./config.mk**
```make
export PLATFORM = sky130hd
export DESIGN_NAME = UART_Transmitter
export DESIGN_NICKNAME = UART_Transmitter
export VERILOG_FILES = /design/flow/design.v
export SDC_FILE = /design/flow/constraint.sdc
export NUM_CORES = 4
export LEC_CHECK = 1
export CORE_AREA = 10 10 103 103
export DIE_AREA = 0 0 113 113
```
**./constraint.sdc**
```tcl
current_design UART_Transmitter

set clk_period 1.8
set clk_io_pct 0.2

create_clock -name clk0 -period $clk_period [get_ports {clk}]

set non_clock_inputs [all_inputs -no_clocks]
set_input_delay [expr $clk_period * $clk_io_pct] -clock clk0 $non_clock_inputs
set_output_delay [expr $clk_period * $clk_io_pct] -clock clk0 [all_outputs]
```
**./design.v**
```verilog
module UART_Transmitter
#(       
    parameter [1:0]  
        idle = 2'b00,
        sending = 2'b01,
        stop = 2'b10,
        transition = 2'b11
)
( data,start,dnum,snum,par,clk,rst,dout
    );
input wire [7:0] data;   
input wire start;        
input wire dnum,snum;    
input wire [1:0] par;    
input wire clk,rst;      
output wire dout ;        
reg [8:0] data_reg;
reg [8:0] data_reg_next;
reg dout_next;
reg dout_reg;   
reg [1:0] state;  
reg [1:0] next_state;   
reg [3:0] q;    
reg [3:0] q_next; 
reg parity_bit;
always @(posedge clk,posedge rst)
begin
    if(rst)
    begin
        state <= idle;
        data_reg <= 8'b0;
        dout_reg <= 1'b1;
        q <= 4'b0;
    end
    else
    begin
        state <= next_state;
        dout_reg <= dout_next;
        q <= q_next;
        data_reg <= data_reg_next;
    end
end
always @(*)
begin
    case(state)
    idle:     if(start) next_state = sending;
              else next_state = idle;
    sending:  if(q == 4'b0) next_state = stop;
              else next_state = sending;
    stop:     if(snum)          next_state = transition;
              else if(~start)   next_state = idle;
              else              next_state = stop; 
  transition: if(~start) next_state = idle;
              else       next_state = transition; 
    endcase
end
always @(*)
begin
    case(state)
    idle:
    begin
        if(start)                                                                                        
        begin                                                                                            
            dout_next = 1'b0;                                                                            
            case(par)                                                                                    
            2'b00,2'b11 :                                                                                
            begin                                                                                        
                case(dnum)
                1'b1: q_next = 4'd8;    
                1'b0: q_next = 4'd7;    
                endcase                                      
                parity_bit = 1'b0;                                                                       
            end                                                                                          
            2'b01 :                                                                                      
            begin                                                                                        
                case(dnum)                                                                               
                1'b1:  begin parity_bit = (^data);      q_next = 4'd9; end   
                1'b0:  begin parity_bit = (^data[6:0]); q_next = 4'd8; end   
                endcase                                                                                  
            end                                                                                          
            2'b10 :                                                                                      
            begin                                                                                        
                case(dnum)                                                                               
                1'b1:  begin parity_bit = (~^data);      q_next = 4'd9; end   
                1'b0:  begin parity_bit = (~^data[6:0]); q_next = 4'd8; end   
                endcase                                                                                  
            end                                                                                          
            endcase                                                                                      
            case(dnum)                                                                                   
            1'b1:  data_reg_next = {parity_bit,data};     
            1'b0:  data_reg_next = {1'b0,parity_bit,data[6:0]};   
            endcase                                                                                          
        end
        else
        begin
            dout_next = 1'b1;
            parity_bit = 1'b0;          
            q_next = 4'b0;
            data_reg_next = 9'b0;
        end
    end
    sending:
    begin
        if(q == 4'b0) dout_next = 1'b1;
        else   dout_next = data_reg[0];
        q_next = q - 4'b1;       
        data_reg_next = data_reg >> 1;   
    end
    default:
    begin
        dout_next = 1'b1;
        parity_bit = 1'b0;
        q_next = 4'b0;
        data_reg_next = 9'b0;
    end
    endcase
end
assign dout = dout_reg;
endmodule
```
**./run.sh**
```bash
#!/bin/bash
# OpenROAD 26Q1-2900-gdf79404cd8, Yosys 0.63+post, stock flow scripts
make -C /OpenROAD-flow-scripts/flow DESIGN_CONFIG=/design/flow/config.mk WORK_HOME=/design/flow/orfs finish
```
==> run summary <==
Status of the implementation.

- The proportion of netlist area held by the largest area contributor is 47.2%, for reference.
- Per the timing report, the most critical flop-to-flop path originates at q[0]$_DFF_PP0_.
- The primary flip-flop cell chosen by synthesis mapping is sky130_fd_sc_hd__dfrtp_1, for reference.
- Logic depth along the worst register-to-register path is recorded as 5.
- For this run, the share of the core covered by cells in the final layout is 15.3%.
- Sequential cells were found to cover 53.4% of the synthesized design area.
- The total die size is 0.0128 mm^2, for reference.
- TritonCTS built the clock tree.
- The global-route total usage across every layer is 2.91%, for reference.
- The total count of hold-check failures in the final report is 0, for reference.
- The total area inside the core boundary comes to 0.00830 mm^2.
- The antenna violation net count after detailed routing is 0, for reference.
- The number of synthesized register bits is 18, for reference.
- The number of flip-flops under the largest register name is 9, for reference.
- The report lists the number of standard-cell rows as 33.
- Counting along the longest clock path gives a buffer depth of 2.
- The count of routing violations after the opening detailed-route iteration is 18, for reference.
- By startpoint and endpoint, the worst setup path is classified as in2reg.
- The number of library cell types mapped by synthesis is 23, for reference.
- Counting I/O delays and the setup requirement, the final critical path takes 1.71 ns.
- The flow ran to the end, and the final reports show no timing, DRC or antenna violations.
- The global placer's final weighted congestion is 0.728, for reference.
- The detail-routed net length per standard cell is 8.88 um, for reference.
- The analysis attributes to cell leakage a power of 0.000574 uW.
- The total overflow left after global routing is 0.
- By count the netlist is led by sky130_fd_sc_hd__dfrtp_1, sky130_fd_sc_hd__a22o_1, sky130_fd_sc_hd__inv_1, sky130_fd_sc_hd__ha_1, sky130_fd_sc_hd__xnor2_1.
- Gates resized during post-CTS repair numbered 0.
- The main area contributors are sky130_fd_sc_hd__dfrtp_1, sky130_fd_sc_hd__ha_1, sky130_fd_sc_hd__a22o_1.
- The floorplan utilization is 10.2%, for reference.
- The synthesized area divided by synthesized cell count is 11.8 um^2, for reference.
- The setup skew after layout is 0.000483 ns, for reference.
- In the final timing run, aggregate negative setup slack is 0 ns.
- The via count of the first global-routing pass is 653.
- For this design, the sink count on the clock tree is 18.
- The die is 113 um wide.
- The antenna cell count is 0, for reference.
- The cell area that synthesis handed to floorplanning was 848 um^2.
- The clock latency reported for the late side of the worst-skew pair is 0.25 ns, for reference.
- In the final report, the number of endpoints failing setup comes to 0.
- The worst reg-to-reg setup slack is 0.60 ns, for reference.
- The routed layout has 599 vias.
- The synthesis area per yosys is 848 um^2, for reference.
- Synthesis produced a netlist whose cell count is 72.
- The tightest min-delay check is of the in2async type.
- The cell sitting at the root of the clock tree is a sky130_fd_sc_hd__clkbuf_8.
- In this run the power density over the cells is 1060 mW/mm^2.
- The highest fanout seen on the critical path is 2, for reference.
- The required time at the worst endpoint is listed as 1.95 ns.
- The initial antenna violation count is 0, for reference.
- The ratio of cells with drive above 1 in the final layout is 19.2%, for reference.
- The proportion of register bits with asynchronous set or reset after synthesis is 100%, for reference.
- STA classifies the critical path endpoint as a register.
- The area overhead of the layout relative to synthesis is 50.0%, for reference.
- The warning total across the stage logs is 28, for reference.
- The worst pin sits at a relative slew slack of 77.0%.
- Counting the warning lines in the Yosys log gives 1.
- The number of setup buffers added after CTS is 0, for reference.
- The total of buffers placed on input and output ports is 15, for reference.
- sky130_fd_sc_hd__dfrtp_1 is the most common cell in the netlist.
- The transition time of the tightest slew-check pin is 0.344 ns, for reference.
- The minimum hold slack is 0.417 ns, for reference.
- The data arrival time reported for the critical path is 1.86 ns.
- Entering global routing, the biggest net connects 19 pins.
- The report counts max-capacitance violations totalling 0.
- The highest supply drop recorded on VDD is 0.357 mV.
- The final layout report lists a filler cell count of 904.
- From bottom edge to top edge, the die measures 113 um.
- The worst flop-to-flop path endpoint is dout_reg$_DFF_PP1_, for reference.
- Timing would allow up to 585 MHz.
- Per the detailed-route log, wirelength across all metal layers totals 1810 um.
- Max-slew check failures listed in the final report amount to 0.
- The number of detailed-route iterations in the first pass is 4, for reference.
- The library cell with the largest summed area after synthesis is sky130_fd_sc_hd__dfrtp_1, for reference.
- In the CTS report, the clock slew at the register clock pins of the worst setup and hold paths is listed as 0.07 ns.
- The worst setup path is launched from an input pin.
- Per the detail_route report, DRC violations left total 0.
- In the routed layout, each cell is associated on average with a via count of 2.94.
- The first-pass GRT wire length is 3130 um, for reference.
- The cell count listed in synth_stat.txt is 72, for reference.
- The total clock buffers created by CTS is 3, for reference.
- The count of library flops with an enable pin is 0, for reference.
- Pin placement for this block handled 16 I/O pins.
- The number of H-tree branching levels is 1, for reference.
- The final critical-path share of the clock period is 94.9%, for reference.
- Hold repair after CTS inserted 0 buffers.
- Detailed placement ended at an HPWL of 1460 um.
==> layer usage <==
layer  global-route usage [%]  vias up  share of wire, %
li1                         -      303                 -
met1                     3.55      286                45
met2                     4.80       10                48
met3                     1.39        0               7.1
met4                   0.0846        0                 0
met5                        0        -                 0
==> final cells by class <==
type	count	area, um^2	share of cell area [%]
multi-input combinational	45	377	29.6
clock buffer	4	55.1	4.33
sequential	18	453	35.6
tap	105	131	10.3
inverter	7	26.3	2.06
timing repair buffer	25	230	18.1
==> cells by family after synthesis <==
family | after synthesis | synth area share [%]
AND/OR/NAND/NOR | 12 | 7.23
adder cells (fa/ha/maj) | 6 | 8.85
XOR/XNOR | 8 | 9.88
AND-OR/OR-AND | 18 | 15.5
buffers and inverters | 9 | 3.98
flip-flops | 18 | 53.4
multiplexers | 1 | 1.18
==> through the flow <==
step	instances	area (um^2)	setup slack [ns]	total power (uW)
floorplan	72	848	0.397	886
global placement	200	1200	-0.160	1020
detailed placement	200	1200	-0.218	1020
CTS	204	1250	0.0447	1350
global route	204	1270	-0.00263	1460
finish	204	1270	0.0913	1350
==> report_power, final <==
part / total (uW) / switching (uW) / internal (uW)
logic: 429 / 197 / 232
registers: 595 / 77.9 / 517
clock network: 324 / 130 / 194
total: 1350 / 405 / 943
==> cell usage in the layout (no fill, tap or decap), drive strengths merged <==
| cell | synthesis | routed |
|---|---|---|
| mux2i | 1 | 1 |
| a22o | 9 | 9 |
| buf | 0 | 10 |
| nor2b | 1 | 1 |
| inv | 7 | 7 |
| dlymetal6s2s | 0 | 2 |
| xnor3 | 1 | 1 |
| nor3 | 2 | 2 |
| nand2 | 4 | 4 |
| ha | 6 | 6 |
| nor2 | 1 | 1 |
| dfrtp | 16 | 16 |
| o21ai | 6 | 6 |
| xor2 | 1 | 1 |
| nor4 | 1 | 1 |
| clkbuf | 2 | 4 |
| and2 | 1 | 1 |
| or3 | 1 | 1 |
| clkdlybuf4s50 | 0 | 13 |
| o22ai | 2 | 2 |
| dfstp | 2 | 2 |
| a32oi | 1 | 1 |
| xnor2 | 6 | 6 |
| nor3b | 1 | 1 |
==> critical path, stage by stage <==
cell	delay, ns
sky130_fd_sc_hd__clkdlybuf4s50_1	0.43
sky130_fd_sc_hd__xnor2_1	0.25
sky130_fd_sc_hd__xnor2_2	0.16
sky130_fd_sc_hd__xnor3_1	0.35
sky130_fd_sc_hd__mux2i_1	0.15
sky130_fd_sc_hd__nor4_1	0.16
==> worst max-delay path by stage <==
stage	start	end	slack (ns)	cells past startpoint
after CTS	data[4]	data_reg[7]$_DFF_PP0_	0.04	6
final	data[0]	data_reg[8]$_DFF_PP0_	0.09	6
after global routing	data[0]	data_reg[7]$_DFF_PP0_	-0.003	6
Power figures rest on the tool's default switching activity, not on a simulated workload.
