**flow/run.sh**
```bash
#!/bin/bash
# OpenROAD 26Q1-2900-gdf79404cd8, Yosys 0.63+post, stock flow scripts
make -C /OpenROAD-flow-scripts/flow DESIGN_CONFIG=/design/flow/config.mk WORK_HOME=/design/flow/orfs finish
```
**flow/config.mk**
```make
export PLATFORM = sky130hd
export DESIGN_NAME = UART_Receiver
export DESIGN_NICKNAME = UART_Receiver
export VERILOG_FILES = /design/flow/design.v
export SDC_FILE = /design/flow/constraint.sdc
export NUM_CORES = 4
export LEC_CHECK = 1
export CORE_AREA = 10 10 97 97
export DIE_AREA = 0 0 107 107
```
**flow/constraint.sdc**
```tcl
current_design UART_Receiver

set clk_period 4.5
set clk_io_pct 0.2

create_clock -name clk0 -period $clk_period [get_ports {clk}]

set non_clock_inputs [all_inputs -no_clocks]
set_input_delay [expr $clk_period * $clk_io_pct] -clock clk0 $non_clock_inputs
set_output_delay [expr $clk_period * $clk_io_pct] -clock clk0 [all_outputs]
```
**flow/design.v**
```verilog
 module UART_Receiver
 #(       
    parameter [1:0]  
        idle  = 2'b00,
        receiving = 2'b01,
        wait_stop  = 2'b10,
        stop = 2'b11
)
 (
    input wire din,
    input wire dnum,snum,
    input wire [1:0] bd_rate,par,
    input clk,rst,
    output wire [7:0] data,
    output wire error   
 );
wire sample_tick;
reg  sample_16;
reg  [1:0] state;
reg  [1:0] next_state;
reg  [3:0] qclk_reg;        
wire [3:0] qclk_next;       
reg  [3:0] r;     
reg  [3:0] r_next;
reg  [8:0] data_reg;  
reg  data_flag;   
reg  error_reg;
always @(posedge clk, posedge rst)
begin    
    if(rst)
    begin
        qclk_reg <= 4'b0;
        sample_16 <= 1'b0;
    end
    else
    begin
        qclk_reg <= qclk_next;
        if( qclk_reg == 4'd7 )   sample_16 = 1'b1; 
    end
end
assign qclk_next = ( ( sample_16 == 1'b0 && qclk_reg == 4'd7 )  ||
                                 (sample_16 == 1'b1 && qclk_reg == 4'd15) ) ? 4'b0 :  qclk_reg + 4'b1;
assign sample_tick = ( sample_16 == 1'b0 && qclk_reg == 4'd7 || 
                                 ( sample_16 == 1'b1 && qclk_reg == 4'd15 ) ) ? 1'b1 : 1'b0;
always @(posedge clk, posedge rst)
begin
    if(rst)
    begin
        state <= 4'b0;
        r <= 4'b0;
        data_reg <= 9'b0;
    end
    else if(sample_tick)
    begin
        state <= next_state;
            r <= r_next;
        if(state == receiving)
        begin
            data_reg <= data_reg >> 1;
            data_reg[8] <= din;
        end
    end
end
always @(*)
begin
    case(state)
    idle: if(din)  next_state = idle;
          else     next_state = receiving;
    receiving : if(r == 4'b1) 
                case(snum)
                1'b0 : next_state = stop;
                1'b1 : next_state = wait_stop;
                endcase
                else next_state = receiving;
    wait_stop : if(din) next_state = stop;
                else    next_state = idle;
    stop : next_state = idle;
    endcase    
end
always @(*)
begin
    case(state)
    idle :
    begin
        data_flag = 1'b0;
        error_reg = 1'b0;
        if(~din)
        begin
            case(par)                                                                                    
            'b00,2'b11 :                                                                                
             begin                                                                                        
                 if(dnum) r_next = 4'd8;    
                 else     r_next = 4'd7;    
             end                                                                                          
             2'b01 :                                                                                      
             begin                                                                                        
                 case(dnum)                                                                               
                 1'b1:  r_next = 4'd9;  
                 1'b0:  r_next = 4'd8;  
                 endcase                                                                                  
             end                                                                                          
             2'b10 :                                                                                      
             begin                                                                                        
                 case(dnum)                                                                               
                 1'b1:  r_next = 4'd9;   
                 1'b0:  r_next = 4'd8;   
                 endcase                                                                                  
             end                                                                                    
             endcase                                                                                      
        end                                      
        else
        begin
            r_next = 4'b0;
        end
    end
    receiving: 
    begin 
        r_next = r - 4'b1;   
        data_flag = 1'b0; 
        error_reg = 1'b0;
    end 
    wait_stop:  
    begin
                r_next = 4'b0;
                data_flag = 1'b0;                 
                if(din) error_reg = 1'b0;
                else    error_reg = 1'b1;
    end
    stop:   
    begin
        r_next = 4'b0;
        if(~din) begin error_reg = 1'b1; data_flag =1'b0; end
        else
        begin
            if(dnum)
            begin
                case(par)
                2'b01 : if( data_reg[8] !=  ^(data_reg[7:0]) ) begin error_reg = 1'b1; data_flag =1'b0; end
                        else begin error_reg = 1'b0; data_flag =1'b1; end
                2'b10 : if( data_reg[8] != ~^(data_reg[7:0]) ) begin error_reg = 1'b1; data_flag =1'b0; end
                        else begin error_reg = 1'b0; data_flag =1'b1; end
                default : begin error_reg = 1'b0; data_flag = 1'b1; end
                endcase
            end
            else
            begin
                case(par)
                2'b01 : if( data_reg[8] !=  ^(data_reg[7:1]) )  begin error_reg = 1'b1; data_flag =1'b0; end
                        else begin error_reg = 1'b0; data_flag =1'b1; end
                2'b10 : if( data_reg[8] != ~^(data_reg[7:1]) )  begin error_reg = 1'b1; data_flag =1'b0; end
                        else begin error_reg = 1'b0; data_flag =1'b1; end
                default : begin error_reg = 1'b0; data_flag =1'b1; end
                endcase
            end
        end
    end
    endcase     
end
assign error = error_reg;
assign data = ( dnum && data_flag) ?    data_reg[7:0]     :
              (~dnum && data_flag) ? {1'b0,data_reg[7:1]} : 8'b0;
 endmodule
```
==> flow_summary.yaml <==
# generated from flow reports
setup_path:
  cp-start-kind: "primary input"
  critPathSlowestCell: "clkdlybuf4s50_1"
  cp.depth: 8
  crit_path_cell_trace: "clkdlybuf4s50_1 > inv_1 > ha_1 > a21oi_1 > mux2i_1 > a32oi_2 > a21oi_1 > clkdlybuf4s50_1"
  required_ns: 3.60
  reg2reg_depth: 5
  max_stage_delay_ns: 0.48
  end_kind: "output port"
  cp_max_fo: 7
  arrival_ns: 3.01
  crit_family: "buffers and inverters"
  worst-path-buf-inv: 3
  crit_type: "in2out"
drt:
  routed_wl_um: 2640
  firstDrtPassIters: 4
  dr.first_iter.drc_count: 81
  routedWlPerCell_um: 10.7
  via_count: 973
  route.detailed.drc: 0
  antenna_violating_nets_post_route: 0
  viasPerCell: 3.94
  antenna_cells: 0
synthesis:
  ys_top_logic_family: "multiplexers"
  yosysWarnings: 1
  syn_avg_cell_area_um2: 10.2
  synth-adder-area-share: 0.0671
  yosysUniqueCellTypes: 34
  synthCells: 128
  dominantRegCellSynth: "dfrtp_1"
  yosys-stat-cells: 128
  ys_sh_simple: 0.112
  ys.flops: 22
  yosys_area_um2: 1310
  synthArstFlopShare: 1.00
  xor_area_frac: 0.0911
  synth-edff-count: 0
  ys_seq_share: 0.423
  yosys.area_share.aoi: 0.126
  synthMuxAreaShare: 0.150
  syn_area_um2: 1310
timing:
  rsz0062_at_grt: "false"
  drv_slew: 0
  skew_ns: 0.00481
  period_used_share: 0.868
  max_freq_ghz: 0.256
  slew_headroom: 0.722
  setup_viol_count_final: 0
  worst_pin_slew_ns: 0.417
  min_period_ns: 3.91
  setup-tns-final_ns: 0
  finalHoldViolCount: 0
  setup_slack_ns: 0.594
grt:
  grt_max_degree: 23
  grt_antenna_before_repair: 0
  grt_usage: 0.0463
  grt_overflow: 0
  grt_pass1_vias: 930
  grt_pass1_wl_um: 4510
placement:
  dp_hpwl_um: 1950
  dpl-instance-area_um2: 1590
  place_congestion: 0.779
  portBuffers: 15
  dp_slack_ns: 0.585
  dpl.cell_count: 243
finish:
  layout-drive-gt1-share: 0.0878
  final_cell_count_no_fill: 247
  largest_reg_flops: 9
  synthToLayoutAreaGrowth_pct: 26.4
  design_area_um2: 1650
floorplan:
  dieWidth_um: 107
  core_area_um2: 7290
  rows: 31
  fp_util: 0.179
  chip_area_um2: 11400
  ios: 18
  die_h_um: 107
clock_network:
  cts_sinks: 22
  htreeDepth: 1
  cts_buffer_depth: 2
  clkTransAtPathRegs_ns: 0.08
  numCtsBuffers: 3
  cts-root-buf: "clkbuf_8"
  clkLatencyLatePin_ns: 0.26
  post_cts_buffers: 0
  cts_resized: 0
  cts_tree: "done"
  ctsHoldBuffers: 0
hold_path:
  holdPathStages: 1
  holdCritPathClass: "reg2reg"
pwr:
  power.total_mw: 0.380
  p_per_area_nw_per_um2: 230
  leakage_nw: 0.731
  vdd_drop_max_v: 0.000102
job:
  warnings: 30
  max_cap_violations: 0
status:
  outcome: "completed"
==> logic make-up after synthesis <==
logic type / count (synthesis)
compound gates: 24
xor+xnor: 12
fa+ha+maj: 7
buf+inv: 11
flops: 22
mux: 18
simple gates: 34
==> final timing paths <==
kind / slack [ns] / to / start
max in group asynchronous: 3.26 / state[0] / rst
worst min-delay path: 0.48 / qclk_reg[0] / qclk_reg[0]
min in group asynchronous: 0.97 / state[2] / rst
worst min register to register: 0.48 / qclk_reg[0] / qclk_reg[0]
worst max-delay path: 0.59 / data[0] / par[0]
worst max register to register: 2.84 / data_reg[3] / qclk_reg[0]
==> metrics by stage <==
| stage | hold WS (ns) | util |
|---|---|---|
| after floorplan | 0.433 | - |
| after global placement | 0.456 | 0.219 |
| after detailed placement | 0.457 | 0.219 |
| after CTS | 0.481 | 0.226 |
| after global routing | 0.499 | 0.226 |
| final | 0.481 | 0.226 |
==> cell usage in the layout, fill, tap and decap left out, drive strengths merged, types with 6 or more instances in the layout <==
| cell type | instances |
|---|---|
| dfrtp | 21 |
| nor2 | 15 |
| clkdlybuf4s50 | 15 |
| inv | 9 |
| mux2i | 9 |
| mux2 | 9 |
| nand2 | 8 |
| xnor2 | 8 |
| ha | 7 |
| o21ai | 7 |
| a21oi | 6 |
==> area by class of cell <==
class	count	area, um2
clock buffers	4	55.1
fillers	818	5640
inverters	9	33.8
multi-input cells	95	712
flip-flops and latches	22	552
well taps	99	124
repair buffers	18	173
==> layer usage <==
metal / track usage / vias to the layer above / share of wire
met2: 0.0676 / 9 / 0.42
li1: - / 489 / -
met4: 0.00580 / 0 / 0.013
met5: 0 / - / 0
met3: 0.0109 / 2 / 0.023
met1: 0.0696 / 473 / 0.54
==> power by group <==
| group | switching [mW] | internal [mW] | total, mW |
|---|---|---|---|
| combinational | 0.0189 | 0.0160 | 0.0349 |
| clock | 0.0646 | 0.0780 | 0.143 |
| sequential | 0.00235 | 0.200 | 0.202 |
==> synth_stat cells (2+ instances only) <==
| library cell | number | area share |
|---|---|---|
| xnor2_1 | 8 | 0.054 |
| o22ai_1 | 2 | 0.0096 |
| a21oi_1 | 6 | 0.023 |
| o21ai_0 | 3 | 0.012 |
| xor2_1 | 3 | 0.020 |
| nand3_1 | 5 | 0.019 |
| mux2i_1 | 9 | 0.069 |
| nand2_1 | 8 | 0.023 |
| o21ai_1 | 4 | 0.015 |
| nor3_1 | 2 | 0.0077 |
| nor2_1 | 15 | 0.043 |
| inv_1 | 9 | 0.026 |
| mux2_2 | 3 | 0.026 |
| dfrtp_1 | 21 | 0.40 |
| mux2_1 | 5 | 0.043 |
| ha_1 | 7 | 0.067 |
Power is estimated from default activity; no workload was simulated.
