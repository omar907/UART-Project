==> design/flow/design.v <==
module Baudrate_Generator(bd_rate, clk, rst, TX_clk, RX_clk);
    input wire [1:0] bd_rate;
    input wire clk,rst;
    output wire TX_clk;
    output wire RX_clk;
reg [19:0] q;
always @(posedge clk,posedge rst)
begin
    if(rst) q <= 20'b111_111_111_111_111_111_111_111;    
    else    q <= q - 20'b1;
end
assign RX_clk = (bd_rate == 2'b00) ? q[19] :         
                (bd_rate == 2'b01) ? q[18] :         
                (bd_rate == 2'b10) ? q[17] :         
                (bd_rate == 2'b11) ? q[16] : 2'bx;   
assign TX_clk = (bd_rate == 2'b00) ? q[15] :         
                (bd_rate == 2'b01) ? q[14] :         
                (bd_rate == 2'b10) ? q[13] :         
                (bd_rate == 2'b11) ? q[12] : 2'bx;   
endmodule
==> design/flow/run.sh <==
#!/bin/bash
# OpenROAD 26Q1-2900-gdf79404cd8, Yosys 0.63+post, stock flow scripts
make -C /OpenROAD-flow-scripts/flow DESIGN_CONFIG=/design/flow/config.mk WORK_HOME=/design/flow/orfs finish
==> design/flow/config.mk <==
export PLATFORM = sky130hd
export DESIGN_NAME = Baudrate_Generator
export DESIGN_NICKNAME = Baudrate_Generator
export VERILOG_FILES = /design/flow/design.v
export SDC_FILE = /design/flow/constraint.sdc
export NUM_CORES = 4
export LEC_CHECK = 1
export CORE_AREA = 10 10 107 107
export DIE_AREA = 0 0 117 117
==> design/flow/constraint.sdc <==
current_design Baudrate_Generator

set clk_period 6.4
set clk_io_pct 0.2

create_clock -name clk0 -period $clk_period [get_ports {clk}]

set non_clock_inputs [all_inputs -no_clocks]
set_input_delay [expr $clk_period * $clk_io_pct] -clock clk0 $non_clock_inputs
set_output_delay [expr $clk_period * $clk_io_pct] -clock clk0 [all_outputs]
==> Slide: Implementation Results <==
Synthesis and Place & Route Summary

Final timing
  – Least-Margin Pin Slew: 751 ps
  – Final setup margin: 2420 ps
  – TNS Setup: 0 ps
  – # setup viols final: 0
  – Hold slack: 488 ps
  – Final Cycle Share: 62.1%
  – Worst Skew: 3.96 ps
  – Final hold violation count: 0
  – Slew headroom: 49.9%
  – Slew Viols, Final: 0
  – RSZ-0062 raised after global routing: false
  – Fin crit period: 3980 ps
  – Fmax: 252 MHz

Floorplan
  – Floorplan core density: 10.0%
  – Die Height: 117 µm
  – Site Rows: 35
  – Die Width: 117 µm
  – Core Region: 9200 µm²
  – Total die area: 13,700 µm²
  – Io pins: 6

Cells and area
  – Fill cells: 1,043
  – Synthesis-to-layout area growth: 26.4%
  – Layout cells sized above 1: 34.5%
  – Final core occ: 12.7%
  – Regs by FF count: q x20
  – Most flops, register: q
  – Max FFs per register: 20

Power and ir drop
  – VDD IR max: 0.000116 V
  – P_leak: 0.360 nW
  – PnR Total Power: 0.225 mW
  – Power Dens Cells: 193 nW/µm²

Critical path
  – CP most frequent cell: clkdlybuf4s50_1
  – Worst path arrival time: 2700 ps
  – CP peak stage delay: 500 ps
  – Crit start category: primary input
  – Worst setup EP type: output port
  – Crit path max-delay cell type: clkdlybuf4s50_1
  – Critical path class: in2out
  – Worst-path cell chain: clkdlybuf4s50_1 > mux4_2 > clkdlybuf4s50_1
  – CP max FO: 2
  – Worst r2r path cells: 4
  – CP required: 5120 ps

Global route
  – Vias in the first global route: 522
  – First-pass GRT wire length: 2490 µm
  – GRT Residual Overflow: 0
  – Largest net degree at the start of global routing: 21
  – GRT Total Usage: 2.22%
  – Initial antenna violation count: 0

Yosys
  – Ys async rst share: 100%
  – Post-synth cell types: 18
  – # Cells Yosys: 75
  – Most area-hungry cell type in the Yosys netlist: dfstp_2
  – Synthesis warning total: 2
  – Top cell area share: 56.9%
  – Top cells by area: dfstp_2 57%, xor2_1 12%, mux4_2 4.9%
  – Yosys Chip Area: 923 µm²
  – Mapped Area: 923 µm²
  – Syn avg cell area: 12.3 µm²
  – Post-synth EDFFs: 0
  – #FFs+latches synth: 20
  – Seq/Total Area, Yosys: 56.9%
  – Cells after synthesis: 75
  – Most common reg cell: dfstp_2

Outcome
  – Outcome: finished, final reports clean

CTS
  – # resized after CTS: 0
  – Clk slew on worst S/H paths: 70 ps
  – Sink Count: 20
  – CTS tree: done
  – Postcts setup bufs: 0
  – CTS buffer count: 3
  – H-tree level count: 1
  – Hold-fix buffer count after cts: 0
  – CTS Buffer Depth: 2
  – Late-Pin Clk Latency: 250 ps
  – Root Buffer: clkbuf_8

Placement
  – Global placement routability congestion: 0.776
  – Port Buf Inserts: 5
  – Dpl ws: 2410 ps
  – Dpl hpwl: 1070 µm

Routing
  – Via/cell ratio: 2.78
  – DRC Markers: 0
  – Antenna Violating Nets Remaining: 0
  – Final wirelength: 1440 µm
  – 1st-iter DRT viols: 24
  – DR pass1 iterations: 3
  – ANT cells: 0
  – Via count: 542
  – Avg WL per Cell: 7.40 µm

Min path
  – Hold WC Path Type: reg2reg
  – Hold Path Depth: 1

Flow run
  – Max Cap Viol: 0
  – Log Warnings: 25
## final cells by class
type / instances / area [µm²] / area share [%]
Timing Repair Buffer: 5 / 50.0 / 4.29
Sequential cell: 20 / 526 / 45.0
Clock buffer: 4 / 55.1 / 4.72
Inverter: 4 / 15.0 / 1.29
Tap cell: 111 / 139 / 11.9
Multi-Input combinational cell: 51 / 383 / 32.8
## final timing paths
check                      slack, ps       start      to
hold reg to reg                  490        q[0]    q[0]
max in group asynchronous       4520         rst   q[13]
setup reg to reg                4720        q[9]   q[16]
setup / recovery                2420  bd_rate[0]  TX_clk
hold / removal                   490        q[0]    q[0]
min in group asynchronous       1850         rst    q[4]
## per-layer routing
| layer | share of wire (%) | GRT usage, % | up-vias |
|---|---|---|---|
| met5 | 0 | 0 | - |
| met4 | 0 | 0.165 | 0 |
| met3 | 5.8 | 0.980 | 0 |
| met2 | 41 | 3.11 | 5 |
| met1 | 53 | 3.21 | 257 |
| li1 | - | - | 280 |
## critical path, delay by kind of cell
family	cells	cell delay [ps]
buf+inv	2	920
mux	1	500
## power by group
group | total (mW) | switching, mW | internal (mW)
combinational | 0.00501 | 0.00291 | 0.00210
sequential | 0.127 | 0 | 0.127
clock | 0.0933 | 0.0387 | 0.0547
## Yosys cell counts (2+ instances only)
library cell / n
xnor2_1: 4
dfstp_2: 20
nor4_1: 5
nand2_1: 4
nor3_1: 6
nor2_1: 7
xor2_1: 13
mux4_2: 2
inv_1: 4
or4_1: 2
## kinds of logic (layout without fill, tap and decap cells)
group,count (synthesis),count (layout),share of synthesized area [%]
simple gates,30,30,18.3
flops,20,20,56.9
xor+xnor,17,17,16.1
buf+inv,4,13,1.63
mux,2,2,4.88
fa+ha+maj,1,1,1.35
compound gates,1,1,0.813
## through the flow
stage                     instance area (µm²)  instances
final                                    1170        195
after global routing                     1170        195
after detailed placement                 1110        191
after floorplan                           923         75
after global placement                   1110        191
after CTS                                1170        195
## cell usage in the layout, fill, tap and decap left out, types with 4 or more instances in the layout
cell type	count
nor2_1	7
inv_1	4
clkbuf_8	4
nor4_1	5
nand2_1	4
xor2_1	13
dfstp_2	20
xnor2_1	4
clkdlybuf4s50_1	5
nor3_1	6
Power figures rest on the tool's default switching activity, not on a simulated workload.
